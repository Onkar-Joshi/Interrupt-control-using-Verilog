--- flow/config.mk ---
export PLATFORM = sky130hd
export DESIGN_NAME = intr_ctrl
export DESIGN_NICKNAME = intr_ctrl
export VERILOG_FILES = /design/flow/design.v
export SDC_FILE = /design/flow/constraint.sdc
export NUM_CORES = 4
export LEC_CHECK = 1
export CORE_UTILIZATION = 40
--- flow/constraint.sdc ---
current_design intr_ctrl

set clk_period 3.8
set clk_io_pct 0.2

create_clock -name clk0 -period $clk_period [get_ports {pclk_i}]

set non_clock_inputs [all_inputs -no_clocks]
set_input_delay [expr $clk_period * $clk_io_pct] -clock clk0 $non_clock_inputs
set_output_delay [expr $clk_period * $clk_io_pct] -clock clk0 [all_outputs]
--- flow/design.v ---
module intr_ctrl(
pclk_i, prst_i, paddr_i, pwdata_i, prdata_o, pwrite_i, psel_i, penable_i, pready_o, intr_to_service_o, intr_valid_o, intr_serviced_i,intr_active_i );
 parameter NUM_INTR=16;
 parameter WIDTH=$clog2(NUM_INTR);
 parameter S_NOINTR=3'b001;
parameter S_INTR_ACT=3'b010;
parameter S_WAITING=3'b100;
input pclk_i, prst_i, pwrite_i, psel_i, penable_i;
input [WIDTH-1:0] paddr_i, pwdata_i;
output reg [WIDTH-1:0] prdata_o;
output reg pready_o;
output reg [WIDTH-1:0] intr_to_service_o;
output reg intr_valid_o;
input intr_serviced_i;
input [NUM_INTR-1:0] intr_active_i;
integer i;
reg [2:0] ns,state;
integer highest_prio;
reg [3:0] intr_with_highest_prio;
reg [WIDTH-1:0] priority_regA [NUM_INTR-1:0];
always @(posedge pclk_i)begin
if(prst_i==1)begin
	prdata_o=0;
	pready_o=0;
	intr_to_service_o=0;
	intr_valid_o=0;
	state=S_NOINTR;
	ns=S_NOINTR;
	intr_with_highest_prio=0;
	highest_prio=0;
	for(i=0;i<NUM_INTR;i=i+1) priority_regA[i]=0;
end
else begin
	if(psel_i==1 && penable_i==1)begin
	pready_o=1;
	if(pwrite_i==1)begin
		priority_regA[paddr_i]=pwdata_i;
	end
	else begin
		prdata_o=priority_regA[paddr_i];
	end
	end
	else begin
		pready_o=0;
	end
end
end
always @(posedge pclk_i)begin
	if(prst_i!=1)begin
		case(state)
		S_NOINTR: begin
			if(intr_active_i!=0)begin
				ns=S_INTR_ACT;
			end
		end
		S_INTR_ACT:  begin
			highest_prio=0;
			for(i=0;i<NUM_INTR;i=i+1)begin
				if(intr_active_i[i]==1)begin
					if(priority_regA[i]>=highest_prio)begin
					highest_prio=priority_regA[i];
					intr_with_highest_prio=i;			
					end
				end
			end
			intr_to_service_o=intr_with_highest_prio;
			intr_valid_o=1;
			ns=S_WAITING;
		end
		S_WAITING:begin
			if(intr_serviced_i==1)begin
				intr_to_service_o=0;
				intr_valid_o=0;
				intr_with_highest_prio=0;
				highest_prio=0;
				if(intr_active_i==0)begin
					ns=S_NOINTR;
				end
				else begin
					ns=S_INTR_ACT;
				end
			end
		end
	endcase	
	end
end
always @(ns) state=ns;
endmodule
--- flow/run.sh ---
#!/bin/bash
# OpenROAD 26Q1-2900-gdf79404cd8, Yosys 0.63+post, stock flow scripts
make -C /OpenROAD-flow-scripts/flow DESIGN_CONFIG=/design/flow/config.mk WORK_HOME=/design/flow/orfs finish
==> impl_metrics.tcl <==
# metrics dict for downstream scripts
set metrics [dict create \
    cp_common_cell "nor3_1" \
    synth_area_per_cell_um2 9.225 \
    syn_inst 365 \
    gp_congestion 0.9043 \
    fillers 782 \
    clk_pin_slew_ns 0.07 \
    hold_start "prdata_o[0]$_SDFFE_PP0P_" \
    power.share.combinational 0.077 \
    ioPinCount 40 \
    critPathMaxStageDelay_ns 0.87 \
    edf_count 0 \
    die_w_um 93.75 \
    hp-class "flip-flop to flip-flop" \
    initCoreUtil 0.4118 \
    ys_cells 365 \
    status "completed" \
    reg2reg_depth 6 \
    synth_area_um2 3367 \
    wire_per_inst_um 16.00 \
    dieArea_um2 8788 \
    setup_violations 0 \
    cts_resized 0 \
    rr_endpoint "prdata_o[0]$_SDFFE_PP0P_" \
    ant_nets 0 \
    top_area_cell "dfxtp_1" \
    synth-async-reset-ratio 0 \
    maxCapViolCount 0 \
    numSynthFlops 69 \
    ys_warn_count 19 \
    top_cells_by_area "dfxtp_1, mux2i_1, nor2_1" \
    drt_iter0_drc 138 \
    place.port_buffers 17 \
    hold_buffers 0 \
    grt-ovfl-total 0 \
    rows 33 \
    max_freq_mhz 379.8 \
    cts_buffers 9 \
    p_sw_mw 0.3594 \
    r2r_slack_ns 2.19 \
    fin_skew_ns 0.006389 \
    slew_headroom 0.4841 \
    clock_sinks 69 \
    cp_slowest_cell "clkdlybuf4s50_1" \
    grt_max_degree 36 \
    antenna_found_initial 0 \
    antenna_cells 0 \
    first_pass_iters 4 \
    seqPwrFrac 0.476 \
    total_power_mw 1.531 \
    crit_family "buffers and inverters" \
    hold_violations 0 \
    cts_tree "yes" \
    ys_seq_share 0.4103 \
    grt_usage 0.1985 \
    drv_slew 0 \
    avgViaCountPerCell 5.384 \
    warnings 42 \
    worstPathArrival_ns 2.85 \
    fp.dieH_um 93.75 \
    fin_crit_ns 2.633 \
    crit_type "primary input to flip-flop" \
    internal_power_mw 1.172 \
    syn2layout_area_growth_pct 12.49 \
    r2r-start "priority_regA[15][0]$_SDFFE_PP0P_" \
    p_leak_nw 1.375 \
    clock_latency_ns 0.34 \
    whs_path_depth 2 \
    synth_cell_types 50 \
    clock_power_share 0.448 \
    path_buffers 1 \
    worstPathCellList "clkdlybuf4s50_1 > nand2_1 > a221oi_1 > a31o_1 > nor3_1 > nor3_1 > o21ai_1" \
    ys_area_um2 3367 \
    tns_ns 0 \
    clockBufferDepth 2 \
    grt_pass1_wl_um 12990 \
    worst_pin_slew_ns 0.7714 \
    cts_max_level 3 \
    fin_util 0.4633 \
    vias 2622 \
    grt_pass1_vias 2524 \
    crit_required_ns 4.02 \
    cp-end-kind "flip-flop" \
    postCtsSetupRepairBufs 0 \
    ir_worst_vdd_uv 282.6 \
    hold_end "prdata_o[0]$_SDFFE_PP0P_" \
    rsz0062_at_grt "no" \
    dp_hpwl_um 5343 \
    finalClockPeriodUsage 0.6929 \
    path_max_fanout 14 \
    top_area_frac 0.4103 \
    power_density_nw_per_um2 404.2 \
    swShare 0.2348 \
    layout-drive-gt1-share 0.1178 \
    clock_tree.root_cell "clkbuf_8" \
    start_kind "primary input" \
    wirelength_um 7791 \
    flop_cell "dfxtp_1" \
    core_area_um2 8175 \
    worst-path-stages 7 \
    post-route-drc-count 0 \
]
registers in the layout, indices dropped and copies added (netlist names):
name and count:
priority_regA 64, prdata_o 4, pready_o 1
synthesized netlist by cell type, drive strengths merged (2+ instances only):
cell     instances
a211oi           2
a21oi            6
a221oi           4
a22oi           13
and2             2
and2b            2
and3             2
buf             19
clkbuf           8
dfxtp           69
inv              2
mux2i           62
nand2           26
nand2b           5
nand3           10
nor2            78
nor2b            9
nor3             8
o21ai           18
o221ai           3
o2bb2ai          2
o32ai            2
layer usage:
| metal | part of all wire | up-vias | GRT usage |
|---|---|---|---|
| met5 | 0 | - | 0 |
| met4 | 0.015 | 0 | 0.02564 |
| met3 | 0.047 | 10 | 0.03868 |
| met2 | 0.44 | 68 | 0.2974 |
| met1 | 0.50 | 1249 | 0.3120 |
| li1 | - | 1295 | - |
worst max-delay path by stage:
stage	startpoint	end	slack, ns
after global routing	paddr_i[1]	prdata_o[2]$_SDFFE_PP0P_	1.02
after CTS	paddr_i[1]	prdata_o[2]$_SDFFE_PP0P_	1.21
final	paddr_i[1]	prdata_o[2]$_SDFFE_PP0P_	1.17
per-stage QoR:
step / worst slack, ns / cell area, um^2 / hold slack (ns) / cells
global route: 1.021 / 3787 / 0.4883 / 487
global placement: 0.8523 / 3555 / 0.4403 / 471
finish: 1.167 / 3787 / 0.4499 / 487
floorplan: 1.973 / 3382 / 0.4074 / 369
detailed placement: 0.8509 / 3555 / 0.4457 / 471
CTS: 1.215 / 3787 / 0.4561 / 487
kinds of logic after synthesis:
logic type      Yosys count  share of synthesized area
simple gates            146                     0.2263
flops                    69                     0.4103
mux                      64                     0.1944
compound gates           56                     0.1133
buf+inv                  29                    0.05462
other cells               1                   0.001114
power by group through the flow:
stage | logic [mW] | registers (mW) | clock network [mW]
4_1_cts | 0.117 | 0.728 | 0.702
5_1_grt | 0.127 | 0.729 | 0.733
6_report | 0.117 | 0.729 | 0.685
final cells by class:
| type | instances | area (um^2) | share of cell area |
|---|---|---|---|
| multi-input combinational | 271 | 1817 | 0.4797 |
| sequential | 69 | 1381 | 0.3647 |
| timing repair buffer | 24 | 217.7 | 0.05748 |
| clock buffer | 11 | 151.4 | 0.03997 |
| tap | 105 | 131.4 | 0.03469 |
| clock inverter | 5 | 81.33 | 0.02147 |
| inverter | 2 | 7.507 | 0.001982 |
worst reg2reg max path, delay by kind of cell, from the launching register on:
kind	cells	cell delay (ns)
AND-OR/OR-AND	2	0.22
flip-flops	1	0.33
multiplexers	1	0.46
AND/OR/NAND/NOR	3	0.50
placed cells by master (no fill, tap or decap), types with 7 or more instances in the layout:
master           Yosys  routed
nand2_1             24      24
nor3_1               7       7
nor2_1              69      69
dfxtp_1             69      69
mux2i_1             62      62
nor2b_1              7       7
nand3_1              9       9
o21ai_0             10      10
clkbuf_8             0      11
nor2_4               8       8
buf_4                9       7
o21ai_1              8       8
clkdlybuf4s50_1      0      16
a22oi_1             13      13
Power and IR drop assume default switching activity.
